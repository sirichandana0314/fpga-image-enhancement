--- flow/run.sh ---
#!/bin/bash
# OpenROAD 26Q1-2900-gdf79404cd8, Yosys 0.63+post, stock flow scripts
make -C /OpenROAD-flow-scripts/flow DESIGN_CONFIG=/design/flow/config.mk WORK_HOME=/design/flow/orfs finish
--- flow/config.mk ---
export PLATFORM = sky130hd
export DESIGN_NAME = smoothing
export DESIGN_NICKNAME = smoothing
export VERILOG_FILES = /design/flow/design.v
export SDC_FILE = /design/flow/constraint.sdc
export NUM_CORES = 4
export LEC_CHECK = 1
export CORE_AREA = 10 10 82 82
export DIE_AREA = 0 0 92 92
--- flow/constraint.sdc ---
current_design smoothing

set clk_period 12.8
set clk_io_pct 0.2

create_clock -name clk0 -period $clk_period

set non_clock_inputs [all_inputs -no_clocks]
set_input_delay [expr $clk_period * $clk_io_pct] -clock clk0 $non_clock_inputs
set_output_delay [expr $clk_period * $clk_io_pct] -clock clk0 [all_outputs]
--- flow/design.v ---
module smoothing(pixel_out,pixel0,pixel1,pixel2);
    input  [7:0] pixel0;
    input  [7:0] pixel1;
    input  [7:0] pixel2;
    output [7:0] pixel_out;
   assign pixel_out = (pixel0 + pixel1 + pixel2) / 3;
endmodule
==> summary.json <==
{
  "run_status": {"value": "finished clean"},
  "nFlopsAndLatches": {"value": 0},
  "vias": {"value": 1354},
  "hpwl": {"value": 2.70, "unit": "mm"},
  "die_w": {"value": 92, "unit": "um"},
  "netlist.top_cell.by_instances": {"value": "sky130_fd_sc_hd__inv_1"},
  "netlist-cell-type-count": {"value": 61},
  "final_period_minus_worst_setup_slack": {"value": 11.76, "unit": "ns"},
  "nClkBuffers": {"value": 0},
  "power_density": {"value": 197, "unit": "mW/mm^2"},
  "worstPathArrival": {"value": 9.20, "unit": "ns"},
  "dieArea": {"value": 0.00846, "unit": "mm^2"},
  "final_critical_path_share_of_the_clock_period": {"value": 0.919},
  "fp.coreArea": {"value": 0.00507, "unit": "mm^2"},
  "grt_max_degree": {"value": 13},
  "synth_cells": {"value": 180},
  "fp-row-count": {"value": 26},
  "worstPathRequired": {"value": 10.24, "unit": "ns"},
  "post-route-drc-count": {"value": 0},
  "critical_path_class": {"value": "in -> out"},
  "relSlewSlack": {"value": 0.542},
  "drt_iter0_markers": {"value": 70},
  "setup-violations-final": {"value": 0},
  "grt_use_total": {"value": 0.0756},
  "top_layer": {"value": "met3"},
  "final_layout_size_suffix_gt1_frac": {"value": 0.0821},
  "cts_repair_resize_count": {"value": 0},
  "routabilityCongestion": {"value": 0.833},
  "yosys_area": {"value": 0.00140, "unit": "mm^2"},
  "timing.setup.tns": {"value": 0, "unit": "ns"},
  "leakagePower": {"value": 0.759, "unit": "nW"},
  "netlist_area": {"value": 0.00140, "unit": "mm^2"},
  "top_cells_by_area": {"value": "sky130_fd_sc_hd__fa_1, sky130_fd_sc_hd__ha_1, sky130_fd_sc_hd__inv_1, sky130_fd_sc_hd__mux2i_1, sky130_fd_sc_hd__nor2_1"},
  "worst_hold_path_type": {"value": "in -> out"},
  "slowest_delay": {"value": 0.54, "unit": "ns"},
  "yosysTopAreaCell": {"value": "sky130_fd_sc_hd__fa_1"},
  "top_level_ports": {"value": 32},
  "met3RoutedLength": {"value": 98, "unit": "um"},
  "route.antenna.diode_count": {"value": 0},
  "holdPathStages": {"value": 6},
  "grt_pass1_wl": {"value": 5.80, "unit": "mm"},
  "worstPathMaxFanout": {"value": 11},
  "grt_antenna_before_repair": {"value": 0},
  "share_of_the_synthesized_area_in_the_top_cell_type": {"value": 0.128},
  "start_kind": {"value": "primary input"},
  "hold_viol": {"value": 0},
  "sequential_cell_area": {"value": 0, "unit": "um^2"},
  "wirelength": {"value": 3.21, "unit": "mm"},
  "multiInputGateArea": {"value": 0.00128, "unit": "mm^2"},
  "vdd.ir_drop.worst": {"value": 0.0906, "unit": "mV"},
  "drt-wirelength-per-cell": {"value": 11.6, "unit": "um"},
  "worst_setup_path_end_kind": {"value": "primary output"},
  "die_h": {"value": 92, "unit": "um"},
  "clock.fmax": {"value": 0.0850, "unit": "GHz"},
  "drt_pass1_iterations": {"value": 4},
  "drv_cap": {"value": 0},
  "first_global_vias": {"value": 1322},
  "cts_hold_buf": {"value": 0},
  "synth.yosys.num_cells": {"value": 180},
  "slew_violations": {"value": 0},
  "worst_path_slowest_cell": {"value": "sky130_fd_sc_hd__fa_1"},
  "synth_warnings": {"value": 0},
  "layout.core_utilization": {"value": 0.352},
  "grt_setup_unrepaired": {"value": "no"},
  "syn-mean-instance-area": {"value": 7.80, "unit": "um^2"},
  "worst_slew_pin_slew": {"value": 0.685, "unit": "ns"},
  "fillerInstances": {"value": 549},
  "cts.repair_timing.setup_buffer_count": {"value": 0},
  "numPortBuffers": {"value": 32},
  "number_of_vias_per_cell": {"value": 4.89},
  "route.met2.wl": {"value": 1.46, "unit": "mm"},
  "m1WireLength": {"value": 1.64, "unit": "mm"},
  "flow.area_growth_from_synthesis": {"value": 27.1, "unit": "%"},
  "gr-total-overflow": {"value": 0},
  "yosys-top-cells-count": {"value": "sky130_fd_sc_hd__inv_1, sky130_fd_sc_hd__nor2_1, sky130_fd_sc_hd__a21oi_1, sky130_fd_sc_hd__nand2_1"},
  "drtAntennaViolNets": {"value": 0},
  "fp_util": {"value": 0.277},
  "yosysSeqAreaShare": {"value": 0},
  "log.warning_count": {"value": 32}
}
area by class of cell:
cell class / instances / area share
inverters: 23 / 0.0484
well taps: 70 / 0.0491
repair buffers: 33 / 0.184
multi-input cells: 151 / 0.719
where the power goes:
group / switching, W / total, W / leakage, nW / internal (W)
sequential: 0 / 0 / 0 / 0
combinational: 0.000175 / 0.000352 / 0.759 / 0.000177
clock: 0 / 0 / 0 / 0
stage by stage:
step | total power, W | setup slack [ns] | cell area [um^2] | instances | hold WS (ns)
CTS | 0.000354 | 1.05 | 1780 | 277 | 6.60
finish | 0.000352 | 1.04 | 1780 | 277 | 6.58
detailed placement | 0.000352 | 1.07 | 1780 | 277 | 6.57
global route | 0.000396 | 0.521 | 1780 | 277 | 6.66
global placement | 0.000354 | 1.07 | 1780 | 277 | 6.61
floorplan | 0.000251 | 2.70 | 1400 | 180 | 5.54
kinds of logic after synthesis:
logic type / synth area share
compound gates: 0.362
xor+xnor: 0.0312
fa+ha+maj: 0.223
buf+inv: 0.0864
mux: 0.0775
simple gates: 0.220
critical path, delay by kind of cell:
kind                       cells  cell delay [ns]
muxes                          2             0.44
adders and majority gates      5             1.90
buffers and inverters          5             1.19
and+or+nand+nor                5             1.27
AOI/OAI and AO/OA              8             1.83
final timing paths:
| kind | start | endpoint | slack [ns] |
|---|---|---|---|
| worst min-delay path | pixel2[0] | pixel_out[1] | 6.58 |
| worst max-delay path | pixel0[1] | pixel_out[0] | 1.04 |
placed cells by master (no fill, tap or decap), types with 3 or more instances in the layout:
cell	Yosys	final
sky130_fd_sc_hd__clkdlybuf4s50_1	0	32
sky130_fd_sc_hd__inv_1	23	23
sky130_fd_sc_hd__nor2_1	16	16
sky130_fd_sc_hd__a21oi_1	10	10
sky130_fd_sc_hd__nand2_1	10	10
sky130_fd_sc_hd__fa_1	9	9
sky130_fd_sc_hd__ha_1	9	9
sky130_fd_sc_hd__o21ai_0	7	7
sky130_fd_sc_hd__a21o_1	6	6
sky130_fd_sc_hd__nor3_1	6	6
sky130_fd_sc_hd__mux2i_1	6	6
sky130_fd_sc_hd__a211o_1	5	5
sky130_fd_sc_hd__o21a_1	5	5
sky130_fd_sc_hd__or3_1	5	5
sky130_fd_sc_hd__a211oi_1	4	4
sky130_fd_sc_hd__nor2b_1	3	3
sky130_fd_sc_hd__xnor2_1	3	3
layer usage:
metal  vias up  track usage
li1        723            -
met1       612        0.103
met2        19        0.134
met3         0      0.00659
met4         0            0
met5         -            0
Power and IR drop assume default switching activity.
