<file path="flow/design.v">
module contrast_stretch(pixel_out,pixel_in);
    input  [7:0] pixel_in;
    output [7:0] pixel_out;
    parameter MIN = 50;
    parameter MAX = 200;
    reg [15:0] temp_reg;
    always @(*) begin
    if (pixel_in <= MIN) 
        temp_reg = 0;
    else if (pixel_in >= MAX) 
        temp_reg = 255;
    else 
        temp_reg = ((pixel_in - MIN) * 255) / (MAX - MIN);
end
    assign pixel_out = temp_reg[7:0];
endmodule
</file>
<file path="flow/config.mk">
export PLATFORM = sky130hd
export DESIGN_NAME = contrast_stretch
export DESIGN_NICKNAME = contrast_stretch
export VERILOG_FILES = /design/flow/design.v
export SDC_FILE = /design/flow/constraint.sdc
export NUM_CORES = 4
export LEC_CHECK = 1
export CORE_UTILIZATION = 50
</file>
<file path="flow/run.sh">
#!/bin/bash
# OpenROAD 26Q1-2900-gdf79404cd8, Yosys 0.63+post, stock flow scripts
make -C /OpenROAD-flow-scripts/flow DESIGN_CONFIG=/design/flow/config.mk WORK_HOME=/design/flow/orfs finish
</file>
<file path="flow/constraint.sdc">
current_design contrast_stretch

set clk_period 24.4
set clk_io_pct 0.2

create_clock -name clk0 -period $clk_period

set non_clock_inputs [all_inputs -no_clocks]
set_input_delay [expr $clk_period * $clk_io_pct] -clock clk0 $non_clock_inputs
set_output_delay [expr $clk_period * $clk_io_pct] -clock clk0 [all_outputs]
</file>
==> reports/qor.txt <==
Result of the run: finished clean
Crit path DAT: 18960 ps
Vias per cell: 6.229
CTS Hold Buffers Added: 0
Sequential cell area: 0 um2
Sequential cells: 0
Synth area leaders: fa_1 10%, ha_1 6.8%, xnor2_1 6.4%
IO Count: 16
Worst relative slew slack: 0.4247
Clk_buf instances: 0
Number of DRC markers after the initial detailed-route iteration: 542
Placeable core region: 12110 um2
Synth area leader: fa_1
Largest net degree at the start of global routing: 21
Area share, top type: 0.1024
Fraction of layout instances using a drive strength above 1: 0.2383
Count of vias placed by the detailed router: 6902
Average routed wire per standard cell: 15.74 um
Total grt overflow: 0
Mean cell area of the mapped netlist: 7.263 um2
Max stage delay cell, worst path: or4_1
Final-report setup violation count: 0
Initial DRT Pass Iterations: 5
Post-synth seq share: 0
Count of final hold-check violations: 0
First-pass GRT wire length: 28.61 mm
Yosys Instances: 861
Number of pins with negative max-slew slack in the final report: 0
Endpoint kind of the worst setup timing path: primary output
Antenna violations before repair: 0
Die width: 113.8 um
Number of violations of the max-capacitance limit: 0
Post-detailed-placement cell area: 6959 um2
Actual slew at the worst max-slew pin: 853.9 ps
Total of fill cells in the finished design: 1047
Post-DP HPWL: 13.74 mm
Via count of the first global-routing pass: 6086
Peak clock frequency supported by timing: 41.95 MHz
Row count: 40
Setup slack after placement: -35.04 ps
Number of warnings in the stage logs: 37
Final weighted congestion of routability-driven global placement: 0.9545
Die Y: 113.8 um
Critical path class: input pin to primary output
Min setup slack post-route: 560.9 ps
Floorplan core density: 0.5163
Worst min-delay path category: input pin to primary output
Number of buffers inserted by port buffering: 16
Post-synthesis cell area: 6253 um2
Post-layout utilization of the core: 0.6376
Yosys Chip Area: 6253 um2
Tally of yosys warning messages: 1
DRC errors left: 0
Cell with the most instances after synthesis: inv_1
Non-Filler Cell Area, Final: 7722 um2
Diode insertion count for antenna repair: 0
Area Growth Syn to Fin: 23.49%
Tcrit/Tclk final: 0.9770
Die Footprint: 12960 um2
Delay contributed by the slowest stage of the critical path: 560 ps
Element type at the critical path start: input pin
Overall routing resource usage: 0.2681
Total wire length: 17.44 mm
CP Max Fanout: 10
Number of library cell types mapped by synthesis: 105
Post-synthesis instance total: 861
Min cycle time layout: 23840 ps
Commonest cells in the netlist: 77 x inv_1, 63 x nor2_1, 60 x nand2_1
Antenna-violating nets left: 0
Accumulated negative setup slack: 0 ps
Critical Path RT: 19520 ps
==> cells by family (layout without fill, tap and decap cells) <==
| kind of cell | Yosys count | in the layout | share of synthesized area |
|---|---|---|---|
| adders and majority gates | 72 | 72 | 0.1803 |
| AOI/OAI and AO/OA | 322 | 323 | 0.3886 |
| and+or+nand+nor | 263 | 263 | 0.2139 |
| xor gates and xnor gates | 68 | 68 | 0.1030 |
| buffers and inverters | 111 | 189 | 0.07283 |
| muxes | 24 | 24 | 0.04082 |
| other | 1 | 1 | 0.0005997 |
==> worst paths after layout <==
path / from / to / cells past startpoint
worst max-delay path: pixel_in[1] / pixel_out[0] / 54
worst min-delay path: pixel_in[7] / pixel_out[2] / 5
==> routing by layer <==
metal	wire [um]	global-route usage
met4	101	0.02338
met3	680	0.01462
met5	0	0
met2	8179	0.4467
met1	8480	0.4045
==> through the flow <==
step / cells / hold WS, ps
2_1_floorplan: 861 / 10170
3_3_place_gp: 1078 / 11130
3_5_place_dp: 1078 / 11120
4_1_cts: 1078 / 11130
5_1_grt: 1108 / 11250
6_report: 1108 / 11120
==> timing repair <==
item	4_1_cts	5_1_grt
setup buffers	0	28
pin swaps	0	28
gates resized	2	95
cloned	0	2
endpoints found under the setup margin	1	3
==> cell type report <==
type                       instances  area, um2  area share
inverter                          78      295.3     0.03824
multi-input combinational        751       6331      0.8198
tap                              168      210.2     0.02722
timing repair buffer             111      885.9      0.1147
==> worst max-delay path: cells and delay by family <==
family	cells	cell delay (ps)
AOI/OAI and AO/OA	18	5020
and+or+nand+nor	17	3740
adders and majority gates	7	2710
buffers and inverters	9	1740
xor gates and xnor gates	2	480
muxes	1	390
==> layout by cell type, fill, tap and decap left out, types with 11 or more instances in the layout <==
master	count
buf_4	91
inv_1	76
nor2_1	62
nand2_1	60
a21oi_1	49
o21ai_0	41
xnor2_1	35
ha_1	33
fa_1	32
nand3_1	31
nor3_1	19
xor2_1	17
clkdlybuf4s50_1	16
a21o_1	15
xnor2_2	14
a211oi_1	13
o211ai_1	13
a31oi_1	11
mux2i_1	11
nand4_1	11
o21a_1	11
