==> ./design.v <==
module grayscale(gray,R,G,B);
    input  [7:0] R, G, B;
    output [7:0] gray;
    assign gray = ((R*30) + (G*59) + (B*11)) / 100;
endmodule
==> ./run.sh <==
#!/bin/bash
# OpenROAD 26Q1-2900-gdf79404cd8, Yosys 0.63+post, stock flow scripts
make -C /OpenROAD-flow-scripts/flow DESIGN_CONFIG=/design/flow/config.mk WORK_HOME=/design/flow/orfs finish
==> ./config.mk <==
export PLATFORM = sky130hd
export DESIGN_NAME = grayscale
export DESIGN_NICKNAME = grayscale
export VERILOG_FILES = /design/flow/design.v
export SDC_FILE = /design/flow/constraint.sdc
export NUM_CORES = 4
export LEC_CHECK = 1
export CORE_UTILIZATION = 50
==> ./constraint.sdc <==
current_design grayscale

set clk_period 24.9
set clk_io_pct 0.2

create_clock -name clk0 -period $clk_period

set non_clock_inputs [all_inputs -no_clocks]
set_input_delay [expr $clk_period * $clk_io_pct] -clock clk0 $non_clock_inputs
set_output_delay [expr $clk_period * $clk_io_pct] -clock clk0 [all_outputs]
==> impl_metrics.yaml <==
# physical design summary
floorplan:
  core_area_sq_um: 10300
  die_height_microns: 105
  die_w_microns: 105
  rows: 37
  die_area_sq_um: 11100
  fp_util_pct: 51.6
  ioPinCount: 32
route:
  ant_nets: 0
  via_per_inst: 6.04
  drc: 0
  avgRoutedWirePerCell_microns: 15.4
  drt_iter0_drc: 243
  antennaDiodeCount: 0
  wl_mm: 12.1
  vias: 4750
  drt-pass1-iter-count: 5
critical_path:
  cp_slowest_cell: "o311ai_4"
  critical_path.max_stage_delay_ns: 0.80
  worstPathArrival_ns: 17.92
  required_ns: 19.92
  start_kind: "input pin"
  worstPathMaxFanout: 22
  cp_common_cell: "a21oi_1"
  worstSetupPathType: "input pin to output port"
  endpoint_kind: "output port"
synth:
  netlist.top_cell.by_area: "fa_1"
  ys_types: 89
  top_area_share_pct: 24.1
  yosys_area_sq_um: 5330
  synth_area_sq_um: 5330
  synthCells: 632
  topCellsByArea: "fa_1 24%, ha_1 16%, inv_1 6.3%"
  postSynthSeqShare_pct: 0
  yosys_warnings: 0
  ys_cells: 632
  avgSynthCellArea_sq_um: 8.43
final_timing:
  fmax_mhz: 43.7
  drv_slew: 0
  hold_violations: 0
  worst_slew_pin_slew_ns: 0.889
  rsz0062_at_grt: "no"
  setup_violations: 0
  layout_setup_ws_ns: 2.00
  setup_tns_ns: 0
  final.min_clock_period_ns: 22.90
  relSlewSlack_pct: 40.6
  finalClockPeriodUsage_pct: 92.0
layout:
  syn_to_final_growth_pct: 8.15
  drive_gt1_share_pct: 6.15
  layout_top_cells: "90 x inv_1, 67 x ha_1, 64 x fa_1"
  nClkBuffers: 0
  fill_cells: 927
  n_sequential_cell: 0
  final-seq-area_sq_um: 0
  lay_top_count: "inv_1"
global_route:
  globalRouteTotalUtil_pct: 24.1
  grt_overflow: 0
  grt_start_max_net_pins: 23
  grt-busiest-layer: "met1"
  met1_usage_pct: 38.9
  grt_pass1_vias: 4451
  grtUsageMet3_pct: 0.946
  met2_usage_pct: 38.6
  antenna_found_initial: 0
  grt_pass1_wl_mm: 21.3
place:
  dp_hpwl_mm: 10.5
  gp_congestion: 0.924
  io_buffers: 32
  dp_slack_ns: 2.09
hold_path:
  hold_path.class: "input pin to output port"
  worstHoldPathCells: 7
cts:
  cts_setup_buffers: 0
  cts_hold_buf: 0
  cts.repair.resized: 0
flow_run:
  warnings: 43
  cap_violations: 0
status:
  status: "completed"
[cells by family (layout without fill, tap and decap cells)]
kind of cell,Yosys count,in the layout,synth area share (%)
compound gates,206,206,30.3
fa+ha+maj,135,135,40.6
simple gates,135,135,13.0
buf+inv,111,129,8.32
xor+xnor,36,36,5.92
mux,9,9,1.86
[worst paths after layout]
| check | start | endpoint | slack (ns) |
|---|---|---|---|
| worst max-delay path | R[3] | gray[0] | 2.00 |
| worst min-delay path | B[0] | gray[0] | 11.69 |
[layout make-up]
class              count  area (sq um)  area share [%]
repair buffers        38           365            6.34
well taps            136           170            2.95
multi-input cells    521          4880            84.8
inverters             91           342            5.93
[critical path: cells and delay by family]
family          cells  cell delay (ns)
compound gates     22             6.07
mux                 1             0.37
fa+ha+maj           9             3.63
simple gates        4             0.68
buf+inv             6             1.25
xor+xnor            3             0.91
[metrics by stage]
stage / std cells / util, % / hold WS (ns) / area (sq um)
global route: 786 / 55.8 / 11.78 / 5760
floorplan: 632 / - / 10.59 / 5330
CTS: 786 / 55.8 / 11.71 / 5760
detailed placement: 786 / 55.8 / 11.70 / 5760
finish: 786 / 55.8 / 11.69 / 5760
global placement: 786 / 55.8 / 11.70 / 5760
[routing by layer]
metal  vias to the layer above  part of all wire (%)  wire length, microns
li1                       2329                     -                     -
met4                         0                   1.1                   137
met2                       138                    47                  5690
met3                        11                   4.2                   508
met5                         -                     0                     0
met1                      2272                    48                  5750
[synth_stat cells, types with 14 or more instances]
| cell | instances |
|---|---|
| a211oi_1 | 15 |
| nand3_1 | 14 |
| nor3_1 | 15 |
| xnor2_1 | 28 |
| o211ai_1 | 14 |
| fa_1 | 64 |
| nor2_1 | 33 |
| a21oi_1 | 37 |
| inv_1 | 90 |
| o21ai_0 | 21 |
| ha_1 | 67 |
| nand2_1 | 29 |
